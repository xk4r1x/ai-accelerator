`design/flow/config.mk`:
```
export PLATFORM = sky130hd
export DESIGN_NAME = processing_element
export DESIGN_NICKNAME = processing_element
export VERILOG_FILES = /design/flow/design.v
export SDC_FILE = /design/flow/constraint.sdc
export NUM_CORES = 4
export LEC_CHECK = 1
export CORE_UTILIZATION = 50
```
`design/flow/constraint.sdc`:
```
current_design processing_element

set clk_period 11.0
set clk_io_pct 0.2

create_clock -name clk0 -period $clk_period [get_ports {clk}]

set non_clock_inputs [all_inputs -no_clocks]
set_input_delay [expr $clk_period * $clk_io_pct] -clock clk0 $non_clock_inputs
set_output_delay [expr $clk_period * $clk_io_pct] -clock clk0 [all_outputs]
```
`design/flow/design.v`:
```
module processing_element #(
        parameter DATA_WIDTH = 8,
        parameter ACC_WIDTH = 32
)(
        input logic clk,
        input logic rst_n,
        input logic [DATA_WIDTH-1:0] data_in,
        input logic [DATA_WIDTH-1:0] weight_in,
        input logic [ACC_WIDTH-1:0] partial_sum_in,
        input logic valid_in,
        input logic accumulate_en,
        input logic clear_acc,
        input logic use_partial_sum,
        output logic [DATA_WIDTH-1:0] data_out,
        output logic [DATA_WIDTH-1:0] weight_out,
        output logic [ACC_WIDTH-1:0] partial_sum_out,
        output logic valid_out
);
        logic [ACC_WIDTH-1:0] accumulator;
        logic [DATA_WIDTH-1:0] data_reg;
        logic [DATA_WIDTH-1:0] weight_reg;
        logic [2*DATA_WIDTH-1:0] product;
        logic [ACC_WIDTH-1:0] sum;
        logic valid_reg;
        always_ff @(posedge clk or negedge rst_n) begin
                if (!rst_n) begin
                        product <= '0;
                        data_reg <= '0;
                        weight_reg <= '0;
                        valid_reg <= '0;
                end else begin
                        if (valid_in) begin
                                product <= data_in * weight_in;
                                data_reg <= data_in;
                                weight_reg <= weight_in;
                        end
                        valid_reg <= valid_in;
                end
        end
        always_ff @(posedge clk or negedge rst_n) begin
                if (!rst_n) begin
                        accumulator <= '0;
                end else if (clear_acc) begin
                        accumulator <= '0;
                end else if (valid_reg) begin
                        if (accumulate_en) begin
                                accumulator <= accumulator + ACC_WIDTH'(product);
                        end else begin
                                accumulator <= ACC_WIDTH'(product);
                        end
                end
        end
        always_comb begin
                if (use_partial_sum) begin
                        sum = partial_sum_in + accumulator;
                end else begin
                        sum = accumulator;
                end
        end
        always_ff @(posedge clk or negedge rst_n) begin
                if (!rst_n) begin
                        partial_sum_out <= '0;
                        data_out <= '0;
                        weight_out <= '0;
                        valid_out <= '0;
                end else begin
                        partial_sum_out <= sum;
                        data_out <= data_reg;
                        weight_out <= weight_reg;
                        valid_out <= valid_reg;
                end
        end
endmodule
```
`design/flow/run.sh`:
```
#!/bin/bash
# OpenROAD 26Q1-2900-gdf79404cd8, Yosys 0.63+post, stock flow scripts
make -C /OpenROAD-flow-scripts/flow DESIGN_CONFIG=/design/flow/config.mk WORK_HOME=/design/flow/orfs finish
```
==> impl_metrics.env <==
# flow metrics
export IMPL_synth_top_area_share_pct=32.4
export IMPL_gp_congestion=0.990
export IMPL_ant_nets=0
export IMPL_clock_skew_ns=0.00730
export IMPL_synthFlopType="dfrtp_1"
export IMPL_chipArea_sq_um=18200
export IMPL_reg_top3="accumulator: 32 flops, partial_sum_out: 32 flops, product: 16 flops"
export IMPL_grt_max_degree=54
export IMPL_yosysUniqueCellTypes=75
export IMPL_vdd_drop_max_uv=138
export IMPL_grt_antenna_before_repair=0
export IMPL_grt_first_pass_wirelength_mm=31.6
export IMPL_end_kind="flip-flop"
export IMPL_area_growth_syn_to_layout_pct=20.8
export IMPL_drtIter0Drc=270
export IMPL_top_cells_by_count="114 x dfrtp_1, 83 x ha_1, 69 x inv_1"
export IMPL_drt_first_pass_iters=5
export IMPL_portBuffers=102
export IMPL_vias_per_cell=5.50
export IMPL_cts_tree="done"
export IMPL_synth_cell_area_sq_um=8810
export IMPL_yosys_cells=889
export IMPL_postCtsHoldBufs=0
export IMPL_status="complete, no violations"
export IMPL_cts_buffer_depth=2
export IMPL_finalSetupViolCount=0
export IMPL_grt_overflow_total=0
export IMPL_grt_pass1_vias=6500
export IMPL_cts_sinks=114
export IMPL_path_class="in -> reg"
export IMPL_drive_above_1_share_pct=12.2
export IMPL_fin_tns_setup_ns=0
export IMPL_ioPinCount=103
export IMPL_h_tree_depth=4
export IMPL_fp_util_pct=51.1
export IMPL_ys_chip_area_sq_um=8810
export IMPL_yosysSeqAreaShare_pct=32.4
export IMPL_drc=0
export IMPL_cts_resized=0
export IMPL_post_cts_buffers=0
export IMPL_cp_arrival_ns=6.87
export IMPL_yosysTopAreaCell="dfrtp_1"
export IMPL_detailroute_via_count=6756
export IMPL_dieWidth_microns=135
export IMPL_cp_max_fo=9
export IMPL_core_sq_um=17200
export IMPL_drt_wl_total_mm=18.6
export IMPL_worst_skew_pair_late_latency_ns=0.41
export IMPL_die_y_microns=135
export IMPL_dp_final_hpwl_mm=14.2
export IMPL_finalHoldViolCount=0
export IMPL_async_reset_ff_share_pct=100
export IMPL_top_cells_by_area="dfrtp_1 32%, ha_1 12%, fa_1 8.6%"
export IMPL_warnings=26
export IMPL_worst_ep_required_time_ns=11.29
export IMPL_drv_slew=0
export IMPL_dp_slack_ns=4.00
export IMPL_max_freq_mhz=152
export IMPL_rsz0062_at_grt="no"
export IMPL_hold_slack_ns=0.372
export IMPL_placementRows=48
export IMPL_yosysWarnings=1
export IMPL_cts_buffers=17
export IMPL_synth_flop_count=114
export IMPL_leakagePower_uw=0.00490
export IMPL_maxCapViolCount=0
export IMPL_synth_most_common_cell="dfrtp_1"
export IMPL_total_power_uw=1880
export IMPL_cts_root_buffer_cell="clkbuf_16"
export IMPL_syn_avg_cell_area_sq_um=9.91
export IMPL_relSlewSlack_pct=43.2
export IMPL_cts_clk_slew_worst_paths_ns=0.06
export IMPL_min_period_ns=6.58
export IMPL_hold_path_class="reg -> reg"
export IMPL_crit_path_start_kind="input pin"
export IMPL_wire_per_inst_microns=15.2
export IMPL_synth_cells=889
export IMPL_p_per_area_nw_per_um2=176
export IMPL_grt_usage_pct=22.6
export IMPL_worst_slack_ns=4.42
export IMPL_antennaDiodeCount=0
export IMPL_edf_count=0
export IMPL_fin_crit_sh_pct=59.8
export IMPL_worstMarginPinSlew_ns=0.849
## path summary, 6_finish.rpt
| check | from | to | slack (ns) | cells past startpoint |
|---|---|---|---|---|
| max reg2reg | accumulator[1] | accumulator[30] | 7.97 | 11 |
| max | data_in[0] | product[13] | 4.42 | 17 |
| min | weight_reg[0] | weight_out[0] | 0.37 | 0 |
| max in group asynchronous | rst_n | data_out[2] | 8.39 | 2 |
| min in group asynchronous | rst_n | partial_sum_out[3] | 1.67 | 1 |
| min reg2reg | weight_reg[0] | weight_out[0] | 0.37 | 0 |
## per-stage QoR
step                      util (%)  std cells  instance area (sq um)
final                         61.8       1229                  10600
after global routing          61.8       1229                  10600
after CTS                     61.8       1229                  10600
after detailed placement      58.3       1197                  10000
after global placement        58.3       1197                  10000
after floorplan                  -        889                   8810
## worst max-delay path, stage by stage
cell and delay (ns):
clkdlybuf4s50_1 0.67, nand2_1 0.13, fa_1 0.52, fa_1 0.55
inv_1 0.06, fa_1 0.52, inv_1 0.05, fa_1 0.52
inv_1 0.04, ha_1 0.31, a21boi_0 0.15, o21ai_0 0.21
a21oi_1 0.12, a41oi_1 0.28, nor2b_1 0.19, xnor2_1 0.08
mux2_2 0.26
## final cells by class
cell class                      instances  area (sq um)
Tap cell                              225           282
Clock inverter                         14           156
Multi-Input combinational cell        679          5580
Clock buffer                           18           439
Sequential cell                       114          2850
Timing Repair Buffer                  110          1080
Inverter                               69           259
Fill cell                            1365          6590
## per-layer routing
layer / GRT usage, % / wire (microns)
met1: 36.8 / 9210
met2: 33.2 / 8110
met3: 4.33 / 1010
met4: 3.81 / 320
met5: 0 / 0
## kinds of logic (layout without fill, tap and decap cells)
| family | after synthesis | count (layout) | share of synthesized area, % |
|---|---|---|---|
| AND-OR/OR-AND | 200 | 200 | 15.4 |
| XOR/XNOR | 46 | 46 | 4.57 |
| adder cells (fa/ha/maj) | 121 | 121 | 20.4 |
| buffers and inverters | 96 | 211 | 4.33 |
| flip-flops | 114 | 114 | 32.4 |
| multiplexers | 62 | 62 | 7.77 |
| AND/OR/NAND/NOR | 250 | 250 | 15.1 |
## cell usage in the layout, fill, tap and decap left out, types with 4 or more instances in the layout
master,netlist,routed
dfrtp_1,114,114
clkdlybuf4s50_1,0,101
ha_1,83,83
inv_1,69,69
a21oi_1,55,55
nand2_1,53,53
and2_1,52,52
mux2_2,51,51
nor2_1,47,47
fa_1,38,38
o21ai_0,35,35
xnor2_1,33,33
nand3_1,18,18
clkbuf_16,0,17
a211oi_1,16,16
a21o_1,15,15
nor3_1,13,13
xor2_1,13,13
o211ai_1,12,12
mux2i_1,11,11
nand4_1,10,10
nor2b_1,9,9
a31oi_1,9,9
buf_4,0,9
o21bai_1,7,7
o21a_1,7,7
clkinvlp_4,0,7
or4_1,6,6
nand3b_1,5,5
and3_1,5,5
or3_1,5,5
nand2b_1,4,4
o22ai_1,4,4
o21ai_1,4,4
## power by group
part	internal, uW	switching, uW	total (uW)
clock network	341	206	548
registers	491	48.8	540
logic	405	385	789
total	1240	640	1880
No activity file was given, so power comes from the tool's default toggle rates.
